### ./config.mk
export PLATFORM = sky130hd
export DESIGN_NAME = scrollctr
export DESIGN_NICKNAME = scrollctr
export VERILOG_FILES = /design/flow/design.v
export SDC_FILE = /design/flow/constraint.sdc
export NUM_CORES = 4
export LEC_CHECK = 1
export CORE_AREA = 10 10 70 70
export DIE_AREA = 0 0 80 80
### ./constraint.sdc
current_design scrollctr

set clk_period 3.8
set clk_io_pct 0.2

create_clock -name clk0 -period $clk_period [get_ports {clk}]

set non_clock_inputs [all_inputs -no_clocks]
set_input_delay [expr $clk_period * $clk_io_pct] -clock clk0 $non_clock_inputs
set_output_delay [expr $clk_period * $clk_io_pct] -clock clk0 [all_outputs]
### ./run.sh
#!/bin/bash
# OpenROAD 26Q1-2900-gdf79404cd8, Yosys 0.63+post, stock flow scripts
make -C /OpenROAD-flow-scripts/flow DESIGN_CONFIG=/design/flow/config.mk WORK_HOME=/design/flow/orfs finish
### ./design.v
module scrollctr (input logic clk, rst, scrollct_clr, scrollct_enb,
                output logic [9:0] scrollct,
                output logic scrollct_done);
   parameter MAX_SCROLL_COL=450;
   assign scrollct_done = (scrollct == MAX_SCROLL_COL);
   always_ff @(posedge clk)
     if (rst || scrollct_clr || scrollct_done) scrollct <= 0;
     else if (scrollct_enb) scrollct <= scrollct + 1;
     else scrollct <= scrollct;
endmodule  
==> results.txt <==
The flow completed. Via count of the first global-routing pass landed at 437. In this run, CTS created clock tree buffers numbering 3. The worst setup path is launched from a register. In this run the vertical extent of the chip is 80 um. For reference, the final report shows the hold violation count at 0. Timing-limited maximum frequency landed at 0.386 GHz.

Wire length reported by the detailed router landed at 1.21 mm. The overall die size recorded for this design is 6400 um^2. Data required time of the worst path landed at 3.04 ns.

In the final layout, the share of cells above drive strength 1 is 0.167. Post-CTS setup buffer count landed at 0. Number of gates resized after cts landed at 0.

Of the post-synthesis cell area, the dominant cell type holds 0.381. The run finished with clean final reports. The internal portion of the total power is 149 uW. Flip-flop count of the largest register after layout landed at 10. The worst-case reg-to-reg setup slack stands at 2.30 ns. Summed over all instances, the cell type with the most area after synthesis is sky130_fd_sc_hd__dfxtp_1.

All-layer global routing usage landed at 0.0407. The largest registers in the layout are scrollct: 10 flops. For the pin with the worst max-slew slack, the measured transition is 0.317 ns.

Post-synth design cell area landed at 526 um^2. In the post-route analysis, the smallest setup slack over all paths is 1.21 ns. Post-placement setup slack landed at 1.47 ns.

Number of hold buffers added after cts landed at 0. Once detail routing completed, the nets flagged for antenna violations numbered 0. The clock passes through at most 2 buffers.

Worst slew slack as a fraction of its limit landed at 0.788. Summed over all nets, the half-perimeter wirelength after detailed placement is 972 um. Global routing finished with a remaining overflow of 0.

With fillers left out, the area of the finished cells amounts to 741 um^2. VDD sags by at most 93.5 uV. The synthesized netlist contains 20 unique library cells.

Part of the Yosys area used for sequential elements landed at 0.381. The power report attributes to the sequential group a share of 0.562. Post-detailed-route DRC marker count landed at 0. The script logs the mean routed wire length per placed instance as 10.3 um. The synthesis report lists the Yosys warning total as 1. The floorplan step records an initial core utilization of 0.154. The first TritonRoute pass finished after 2 iterations. Total power divided by cell area landed at 259 nW/um^2. Buffers placed on the I/O ports in this run total 14. Total negative setup slack landed at 0 ns. For reference, the most critical setup path is categorized as register to output port. Mean number of vias per cell landed at 3.57. Post-detailed-placement cell area landed at 718 um^2. Per the detail_route report, the via count comes to 421. On the worst setup and hold paths after CTS, the clock-pin slew comes to 0.06 ns. For reference, the critical path cell chain is ha_1, nor4b_2, nand2_2, nor2_1, clkdlybuf4s50_1.

Combinational power share landed at 0.070. Per the OpenROAD floorplan log, the width of the die is 80 um. Share of total power consumed by net switching landed at 0.220. Yosys attributes the largest share of cell area to sky130_fd_sc_hd__dfxtp_1 38%, sky130_fd_sc_hd__nor2_1 9.3%, sky130_fd_sc_hd__xnor2_1 8.3%.

Across the routed clock network, the largest skew measured is 0.00514 ns. Largest net degree at the start of global routing landed at 9. The largest register by flop count is scrollct. Final-report setup violation count landed at 0. Number of cells in the yosys synthesis report landed at 56.

Setup repair after global routing left no endpoint under its margin. Power comes to 191 uW. Part of the cycle the worst path needs landed at 0.682. Per the CTS log, the maximum H-tree level is 1.

For this design, the sink count on the clock tree is 10. After layout, the minimum clock period comes to 2.59 ns. DRC violation total after the first TritonRoute iteration landed at 13.

Measured on the finished design, the core utilization comes to 0.217. Final count of pins violating max slew landed at 0. From synthesis to final layout, the design area changed by 41.0%. STA classifies the critical path endpoint as an output port. Clock tree synthesis selected as its root buffer the cell sky130_fd_sc_hd__clkbuf_4. Checking hold timing, the worst path is listed with class register to register. Insertion delay to the later sink of the worst-skew pair landed at 0.26 ns. The initial antenna violation count was 0. Number of max-cap violations landed at 0. Clock network fraction of total power landed at 0.367. On the critical path, the stage with the largest delay is an instance of sky130_fd_sc_hd__clkdlybuf4s50_1. Mean cell area of the mapped netlist landed at 9.38 um^2. Per the OpenROAD power report, switching power amounts to 42.1 uW. Boundary pin count landed at 15. Final weighted congestion in routability-driven placement landed at 0.768. STA puts the critical path data arrival time at 1.83 ns.

Chip area line of the yosys report landed at 526 um^2. Number of placement rows landed at 21. Peak fanout along the critical path landed at 5. After floorplanning, the core was sized to cover 3420 um^2. Synthesis produced a netlist whose cell count is 56.

Number of synthesized register bits landed at 10. First-pass GRT wire length landed at 2.10 mm. The power report puts the leakage power at 0.216 nW. Largest stage delay on the critical path landed at 0.47 ns. TritonCTS built the clock tree.

Number of warnings in the stage logs landed at 26. Antenna diode count landed at 0.
## cells in the mapped netlist (all sizes together)
master	number
nand4	2
nor2	14
buf	1
xnor2	5
a311oi	1
nand3b	1
nand3	3
inv	2
nor3	3
nand2	6
a211oi	1
nor4b	1
dfxtp	10
ha	2
o21ai	1
xor2	3
## power groups by stage
stage,combinational [mW],sequential [mW],clock [mW]
5_1_grt,0.0150,0.108,0.0785
4_1_cts,0.0136,0.108,0.0743
6_report,0.0135,0.108,0.0703
## worst paths after layout
check / start / to / cells after the start
worst max-delay path: scrollct[1] / scrollct_done / 5
worst min-delay path: scrollct[8] / scrollct[8] / 2
worst max register to register: scrollct[1] / scrollct[1] / 5
worst min register to register: scrollct[8] / scrollct[8] / 2
## placed cells by master, fill, tap and decap left out, types with 2 or more instances in the layout
cell type                         Yosys  layout
sky130_fd_sc_hd__ha_1                 2       2
sky130_fd_sc_hd__nor3_2               3       3
sky130_fd_sc_hd__inv_1                2       2
sky130_fd_sc_hd__dfxtp_1             10      10
sky130_fd_sc_hd__xnor2_1              5       5
sky130_fd_sc_hd__nor2_1              13      13
sky130_fd_sc_hd__xor2_1               3       3
sky130_fd_sc_hd__nand2_1              5       5
sky130_fd_sc_hd__clkdlybuf4s50_1      0      14
sky130_fd_sc_hd__clkbuf_4             0       3
sky130_fd_sc_hd__nand3_1              2       2
## worst max-delay path, delay by kind of cell, from the launching register on
family / cells / cell delay (ns)
buf+inv: 1 / 0.47
fa+ha+maj: 1 / 0.18
simple gates: 3 / 0.48
flops: 1 / 0.44
## routing by layer
layer	up-vias	global-route usage	part of all wire
li1	220	-	-
met1	191	0.0478	0.48
met2	10	0.0642	0.43
met3	0	0.0261	0.097
met4	0	0.00176	0
met5	-	0	0
## stage by stage
step                      hold WS [ns]  std cells
after global placement           0.523        115
after CTS                        0.538        118
after floorplan                  0.477         56
final                            0.539        118
after global routing             0.591        118
after detailed placement         0.523        115
## cells by family after synthesis
logic type,share of synthesized area
simple gates,0.352
flops,0.381
xor+xnor,0.133
compound gates,0.0619
buf+inv,0.0238
fa+ha+maj,0.0476
## cell type report
| class | count | area, um^2 |
|---|---|---|
| Fill cell | 385 | 2680 |
| Multi-Input combinational cell | 43 | 313 |
| Sequential cell | 10 | 200 |
| Timing Repair Buffer | 14 | 140 |
| Tap cell | 46 | 57.6 |
| Clock buffer | 3 | 22.5 |
| Inverter | 2 | 7.51 |
Power is estimated from default activity; no workload was simulated.
