===== design/flow/constraint.sdc =====
current_design sequencer

set clk_period 2.3
set clk_io_pct 0.2

create_clock -name clk0 -period $clk_period [get_ports {clk}]

set non_clock_inputs [all_inputs -no_clocks]
set_input_delay [expr $clk_period * $clk_io_pct] -clock clk0 $non_clock_inputs
set_output_delay [expr $clk_period * $clk_io_pct] -clock clk0 [all_outputs]

===== design/flow/run.sh =====
#!/bin/bash
# OpenROAD 26Q1-2900-gdf79404cd8, Yosys 0.63+post, stock flow scripts
make -C /OpenROAD-flow-scripts/flow DESIGN_CONFIG=/design/flow/config.mk WORK_HOME=/design/flow/orfs finish

===== design/flow/config.mk =====
export PLATFORM = sky130hd
export DESIGN_NAME = sequencer
export DESIGN_NICKNAME = sequencer
export VERILOG_FILES = /design/flow/design.v
export SDC_FILE = /design/flow/constraint.sdc
export NUM_CORES = 4
export LEC_CHECK = 1
export CORE_AREA = 10 10 93 93
export DIE_AREA = 0 0 103 103

===== design/flow/design.v =====
module colctr (
    input logic clk, rst, colct_clr, colct_enb,
    output logic [7:0] col,
    output logic colct_eq_max
    );
    parameter NUM_PANELS = 1;
    localparam MAXCOL = (NUM_PANELS * 32) - 1;
   assign colct_eq_max = (col == MAXCOL);
   always_ff @(posedge clk)
       if (rst || colct_clr ) col <= 0;
       else if (colct_enb) col <= col + 1;
endmodule  
module delayunit(input logic clk, rst, output logic done);
   parameter DELAY_MS = 1;
   parameter DELAY_US = DELAY_MS * 1000;
   parameter DELAY_NS = DELAY_US * 1000;
   parameter CLKPD_NS = 10;   
   parameter DELAY_COUNT_LIMIT = DELAY_NS / CLKPD_NS;
   parameter DELAY_COUNT_BITS = $clog2(DELAY_COUNT_LIMIT);
   logic [DELAY_COUNT_BITS-1:0] q;
   assign done = (q == DELAY_COUNT_LIMIT -1);
   always_ff @(posedge clk)
     if (rst) q <= 0;
     else if (q == DELAY_COUNT_LIMIT-1) q <= 0;
     else q <=  q + 1;
endmodule  
module rowctr (input logic clk, rst, rowct_clr, rowct_enb,
                output logic [2:0] row, disp_row,
                output logic row_eq_7);
   assign row_eq_7 = row  == 7;
   always_ff @(posedge clk)
     if (rst || rowct_clr) 
       begin
          row <= 0;
          disp_row <= 7;
       end
     else if (rowct_enb)
       begin
          disp_row <= row;
          row <= row + 1;
      end
endmodule  
module sclk_r (input logic clk, rst, sclk_r_clr, sclk_r_set,
                output logic sclk);
   always_ff @(posedge clk)
     if (rst || sclk_r_clr) sclk <= 0;
     else if (sclk_r_set) sclk <= 1;
endmodule  
module sequencer (input logic clk, rst,
                  output logic [7:0] col,       
                  output logic [2:0] row,       
                  output logic [2:0] disp_row,  
                  output logic sclk, blank, lat);
   parameter NUM_PANELS = 1;
   logic                        half_enb;   
   logic                        sclk_r_clr, sclk_r_set, colct_clr, colct_enb, colct_eq_max, rowct_clr, rowct_enb, row_eq_7;
   delayunit #(.DELAY_US(5)) U_HALFSCLK (.clk, .rst, .done(half_enb));   
   rowctr U_ROWCTR (.clk, .rst, .rowct_clr, .rowct_enb, .row, .disp_row, .row_eq_7);
   colctr #(.NUM_PANELS(NUM_PANELS)) U_COLCTR (.clk, .rst, .colct_clr, .colct_enb, .col, .colct_eq_max);
   sclk_r U_SCLK_R (.clk, .rst, .sclk_r_set, .sclk_r_clr, .sclk);
   sequencer_fsm U_SEQ (.clk, .rst, .half_enb, .colct_eq_max,
                        .sclk_r_clr, .sclk_r_set, .rowct_clr,
                        .rowct_enb, .colct_clr, .colct_enb, .blank, .lat);
endmodule
module sequencer_fsm (
    input logic clk, rst, half_enb, colct_eq_max,
    output logic sclk_r_clr, sclk_r_set, rowct_clr,
    output logic rowct_enb, colct_clr, colct_enb, blank, lat
    );
parameter NUM_PANELS = 1;
enum logic [2:0] { BLANK2, SCLK_LO, SCLK_HI, BLANK0, BLANK1, LATCH } state, next;
always_ff @(posedge clk)
  if (rst) state <= BLANK2;
  else state <= next;
always_comb
  begin
     sclk_r_clr = 0;
     sclk_r_set = 0;
     rowct_clr = 0;
     rowct_enb = 0;
     colct_clr = 0;
     colct_enb = 0;
     blank = 0;
     lat = 0;
     next = BLANK2;
     case (state)
       SCLK_LO :
          begin
             sclk_r_clr = 1;
             if (half_enb) next = SCLK_HI;
             else next = SCLK_LO;
          end
       SCLK_HI :
          begin
             sclk_r_set = 1;
             if (half_enb)
               begin
                  if (colct_eq_max) next = BLANK0;
                  else
                    begin
                       colct_enb = 1;
                       next = SCLK_LO;
                    end
               end
             else next = SCLK_HI;
          end
       BLANK0 :
          begin
              sclk_r_clr = 1;
              colct_clr = 1;
              if (half_enb) 
                begin
                  rowct_enb = 1;
                  next = BLANK1;
                end
              else next = BLANK0;
          end
       BLANK1 :
          begin
             blank = 1;
             sclk_r_clr = 1;
             colct_clr = 1;
             if (half_enb) next = LATCH;
             else next = BLANK1;
          end
       LATCH :
         begin
            blank = 1;
            lat = 1;
            if (half_enb) next = BLANK2;
            else next = LATCH;
         end
       BLANK2 :
         begin
            blank = 1;
            if (half_enb) next = SCLK_LO;
            else next = BLANK2;
         end 
       default : next = BLANK2;
     endcase
  end
endmodule  

==> flow_metrics.rpt <==
PHYSICAL IMPLEMENTATION REPORT
----------------------------------------------------
[Outcome]
  Status ........................ finished clean

[Power and ir drop]
  Power density of the placed cells ........................ 586.2 nW/um2
  Total Power Consumption ........................ 0.9799 mW
  Max IR drop VDD ........................ 304.3 uV
  Static leakage power ........................ 0.5766 nW

[Cells and area]
  Layout cell share with drive strength beyond 1 ........................ 8.187%
  Cell area after layout ........................ 1672 um2
  P&R area growth vs syn ........................ 28.58%
  Post-layout util ........................ 24.74%
  Filler cell count in the final layout ........................ 743

[Flow run]
  Total tool warning count ........................ 25
  Number of max-cap violations ........................ 0

[Critical path]
  Data required time at the worst endpoint ........................ 1840 ps
  Data arrival time of the critical path ........................ 1390 ps
  Maximum fanout along the worst path ........................ 4
  Critical Path Start Type ........................ flip-flop
  Startpoint of the worst setup timing path ........................ U_SEQ.state[4]
  Source of the worst register-to-register timing path ........................ U_HALFSCLK.q[0]
  Kind of capture point of the worst setup path ........................ primary output
  Category of the critical setup timing path ........................ reg -> out

[Placed design]
  Detailed placement HPWL ........................ 2.096 mm
  Dpl cell area ........................ 1580 um2
  Port bufs ........................ 18
  Placer Congestion ........................ 0.7644

[Timing]
  Sum of negative setup slack ........................ 0 ps
  Portion of the clock cycle consumed by the worst path in the final layout ........................ 80.54%
  Setup-failing EPs final ........................ 0
  Fmax ........................ 0.5398 GHz
  Final tally of hold violations ........................ 0
  Hold WS ........................ 451.3 ps
  Slew Limit Fails ........................ 0
  Minimum period implied by the final worst setup slack ........................ 1853 ps
  Worst slew margin relative to its limit ........................ 61.48%
  Transition time of the tightest slew-check pin ........................ 571.5 ps
  Layout Skew ........................ 5.402 ps
  Setup repair after global routing missed its margin ........................ false

[Clock tree]
  Maximum number of buffers from clock root to sink ........................ 2
  Num CTS Buffers ........................ 5
  Num Clock Sinks ........................ 30
  Root cell of the clock tree ........................ sky130_fd_sc_hd__clkbuf_8
  Clock tree from TritonCTS ........................ done
  Clock transition at the register clock pins on the worst setup and hold paths after CTS ........................ 60 ps
  H-tree depth ........................ 2
  Late-Pin Clk Latency ........................ 280 ps
  Number of buffers added for setup after CTS ........................ 0
  CTS hold repair buffers ........................ 0
  Post-CTS sizing ........................ 0

[Min path]
  Hold Crit Start ........................ U_SEQ.state[3]
  HP Class ........................ reg -> reg

[Synthesis]
  Library cells used by synthesis ........................ 29
  Largest area contributor in the netlist ........................ sky130_fd_sc_hd__dfxtp_1
  Biggest combinational cell group after synthesis ........................ simple AND/OR/NAND/NOR gates
  Area fraction in mux cells ........................ 0%
  AND-OR/OR-AND Cells, Area Fraction ........................ 11.36%
  Flops after synth ........................ 30
  Avg Cell Area, Syn ........................ 8.784 um2
  Yosys top cell area share ........................ 46.20%
  Chip area from the yosys synthesis statistics ........................ 1300 um2
  Primary flip-flop cell chosen by synthesis mapping ........................ sky130_fd_sc_hd__dfxtp_1
  Post-Syn Instances ........................ 148
  Count of synthesis-stage warnings from yosys ........................ 5
  Netlist area before placement ........................ 1300 um2
  Dominant cells by area after synthesis ........................ sky130_fd_sc_hd__dfxtp_1 (46%), sky130_fd_sc_hd__nor2_1 (5.2%), sky130_fd_sc_hd__a21oi_1 (5.0%), sky130_fd_sc_hd__nand3_1 (5.0%), sky130_fd_sc_hd__nand2_1 (4.6%)
  Share of synthesized registers carrying an async set or reset ........................ 0%
  Part of the Yosys area used for sequential elements ........................ 46.20%
  Post-synth tally of flip-flops with integrated enable ........................ 0
  Number of cell instances after yosys synthesis ........................ 148
  Top post-synthesis cells by count ........................ sky130_fd_sc_hd__dfxtp_1 (30), sky130_fd_sc_hd__nor2_1 (18), sky130_fd_sc_hd__nand2_1 (16)
  Share of the synthesized netlist area taken by xor and xnor gates ........................ 6.737%
  Adder and majority cell fraction of the synthesized area ........................ 2.887%
  Post-synthesis share of cell area spent on and, or, nand and nor gates ........................ 30.80%
  Most frequent cell after synthesis ........................ sky130_fd_sc_hd__dfxtp_1

[Routing]
  Residual DRC ........................ 0
  Wirelength per Cell ........................ 11.87 um
  Vias per cell ........................ 4.434
  Total vias in the final route ........................ 1,113
  Drt pass-1 iters ........................ 4
  Total routed wirelength ........................ 2.979 mm
  DRC violation total after the first TritonRoute iteration ........................ 76
  Inserted Diodes ........................ 0
  Routed Antenna Nets ........................ 0

[Floorplanning]
  Number of rows created at floorplan ........................ 30
  Boundary Pins ........................ 19
  Die Wd ........................ 103 um
  Area of the placeable core ........................ 6756 um2
  Chip Height ........................ 103 um
  Initial core utilization ........................ 19.24%
  Die area ........................ 10,610 um2

[Global routing]
  Grt ovf ........................ 0
  Maximum number of pins on one net before global-route repair ........................ 18
  Initial antenna violation count ........................ 0
  Global-route wire length before repair ........................ 5.223 mm
  Via count of the first global-routing pass ........................ 1,099
  Gr usage total ........................ 6.033%

----------------------------------------------------
## registers in the layout (all words and copies together) (netlist names)
signal,cells
U_COLCTR.col,8
U_ROWCTR.row,3
U_SEQ.state,6
U_ROWCTR.disp_row,3
U_HALFSCLK.q,9
U_SCLK_R.sclk,1
## path summary, 6_finish.rpt
check	depth (start not counted)	endpoint	slack, ps
min	1	U_SCLK_R.sclk	450
max	2	blank	450
min reg2reg	1	U_SCLK_R.sclk	450
max reg2reg	5	U_COLCTR.col[7]	520
## worst max-delay path, cell delays in order (launching register included)
cell	delay [ps]
sky130_fd_sc_hd__dfxtp_1	330
sky130_fd_sc_hd__or3_1	370
sky130_fd_sc_hd__clkdlybuf4s50_1	420
## cells in the final DEF, fill, tap and decap left out, types with 5 or more instances in the layout
cell type	synthesis	layout
sky130_fd_sc_hd__xor2_1	6	6
sky130_fd_sc_hd__a21oi_1	13	13
sky130_fd_sc_hd__dfxtp_1	30	30
sky130_fd_sc_hd__o21ai_0	5	5
sky130_fd_sc_hd__nand3_1	13	13
sky130_fd_sc_hd__nor2_1	18	18
sky130_fd_sc_hd__clkdlybuf4s50_1	0	18
sky130_fd_sc_hd__nand2_1	16	16
sky130_fd_sc_hd__clkbuf_8	0	6
## routing by layer
| metal | vias to the layer above | global-route usage [%] | wire (um) |
|---|---|---|---|
| met5 | - | 0 | 0 |
| met2 | 29 | 8.435 | 1219 |
| met1 | 507 | 8.738 | 1512 |
| met4 | 0 | 0.6417 | 13 |
| met3 | 2 | 2.573 | 234 |
| li1 | 575 | - | - |
## cells by family (layout without fill, tap and decap cells)
kind of cell,Yosys count,in the layout
simple gates,74,74
flops,30,30
compound gates,24,24
xor+xnor,10,10
buf+inv,7,30
fa+ha+maj,3,3
## where the power goes
group          internal, mW  switching, mW  total (mW)
combinational       0.00997         0.0127      0.0226
sequential            0.524        0.00407       0.528
clock                 0.241          0.188       0.429
## area by class of cell
class | count | area [um2] | area share (%)
multi-input combinational | 111 | 673.1 | 40.27
sequential | 30 | 600.6 | 35.93
timing repair buffer | 21 | 202.7 | 12.13
tap | 80 | 100.1 | 5.988
clock buffer | 7 | 86.33 | 5.165
clock inverter | 1 | 5.005 | 0.2994
inverter | 1 | 3.754 | 0.2246
## per-stage QoR
stage,std cells,setup slack (ps)
final,251,447.5
after global routing,251,340.5
after CTS,251,419.0
after detailed placement,243,501.7
after global placement,243,520.4
after floorplan,148,716.6
Power figures rest on the tool's default switching activity, not on a simulated workload.
