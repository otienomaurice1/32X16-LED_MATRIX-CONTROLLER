===== ./config.mk =====
export PLATFORM = sky130hd
export DESIGN_NAME = num_writer
export DESIGN_NICKNAME = num_writer
export VERILOG_FILES = /design/flow/design.v
export SDC_FILE = /design/flow/constraint.sdc
export NUM_CORES = 4
export LEC_CHECK = 1
export CORE_UTILIZATION = 50

===== ./constraint.sdc =====
current_design num_writer

set clk_period 2.8
set clk_io_pct 0.2

create_clock -name clk0 -period $clk_period [get_ports {clk}]

set non_clock_inputs [all_inputs -no_clocks]
set_input_delay [expr $clk_period * $clk_io_pct] -clock clk0 $non_clock_inputs
set_output_delay [expr $clk_period * $clk_io_pct] -clock clk0 [all_outputs]

===== ./design.v =====
module debounce(input logic clk, pb, output logic pb_debounced);
   parameter CLKFREQ = 10000000;     
   parameter DEBOUNCE_MS = 10;   
   parameter CTRBITS = $clog2(DEBOUNCE_MS*CLKFREQ/1000);
   logic pb_q1, pb_q2, pb_edge, carry;
   logic [CTRBITS:0] count;   
   assign carry = count[CTRBITS];
   always_ff @(posedge clk)
     begin
	pb_q1 <= pb;
	pb_q2 <= pb_q1;
	if (carry) pb_debounced <= pb_q2;
     end
   assign pb_edge = pb_q1 ^ pb_q2;   
   always_ff @(posedge clk)
     if (pb_edge) count <= '0;
     else if (!carry) count <= count + 1;
endmodule  
module digit_ctr (input logic clk, rst, enb_digit_ctr,
		  output logic [3:0] digit_ct);
   logic 			     digit_ctr_done;
   assign digit_ctr_done = (digit_ct == 9);
   always_ff @(posedge clk)
     if (rst) digit_ct <= 0;
     else if (enb_digit_ctr)
       begin
         if (digit_ctr_done) digit_ct <= 0;
         else digit_ct <= digit_ct + 1;
       end
endmodule  
module digit_generator (input logic [3:0] num,
			input logic [2:0]   numcol_index, num_color,
			output logic [31:0] col_out);
   logic [31:0] 			    col_out_white;
   assign col_out = col_out_white & { 8 {{1'b0, num_color}} };
   always_comb
      case (num)       
	4'd0: begin
	   case (numcol_index)
	     3'd0 : col_out_white = 32'h0ffffff0;
	     3'd1 : col_out_white = 32'hf000000f;
	     3'd2 : col_out_white = 32'hf000000f;	     
	     3'd3 : col_out_white = 32'hf000000f;
	     3'd4 : col_out_white = 32'h0ffffff0;	     
	     3'd5 : col_out_white = 32'h00000000;
	     default : col_out_white = 32'h10100101;  
	   endcase  
	end
	4'd1: begin
	   case (numcol_index)
	     3'd0 : col_out_white = 32'h00000000;
	     3'd1 : col_out_white = 32'hf00000f0;
	     3'd2 : col_out_white = 32'hffffffff;	     
	     3'd3 : col_out_white = 32'hf0000000;
	     3'd4 : col_out_white = 32'h00000000;
	     3'd5 : col_out_white = 32'h00000000;
	     default : col_out_white = 32'h10100101;  
	   endcase  
	end
	4'd2: begin
	   case (numcol_index)
	     3'd0 : col_out_white = 32'hff0000f0;
	     3'd1 : col_out_white = 32'hf0f0000f;
	     3'd2 : col_out_white = 32'hf00f000f;
	     3'd3 : col_out_white = 32'hf000f00f;
	     3'd4 : col_out_white = 32'hf0000ff0;
	     3'd5 : col_out_white = 32'h00000000;
	     default : col_out_white = 32'h10100101;  
	   endcase  
	end
	4'd3: begin
	   case (numcol_index)
	     3'd0 : col_out_white = 32'h0f0000f0;
	     3'd1 : col_out_white = 32'hf000000f;
	     3'd2 : col_out_white = 32'hf000f00f;	     
	     3'd3 : col_out_white = 32'hf000f00f;
	     3'd4 : col_out_white = 32'h0fff0ff0;
	     3'd5 : col_out_white = 32'h00000000;
	     default : col_out_white = 32'h10100101;  
	   endcase  
	end
	4'd4: begin
	   case (numcol_index)
	     3'd0 : col_out_white = 32'h0000ffff;
	     3'd1 : col_out_white = 32'h0000f000;
	     3'd2 : col_out_white = 32'h0000f000;	     
	     3'd3 : col_out_white = 32'h0000f000;
	     3'd4 : col_out_white = 32'hffffffff;
	     3'd5 : col_out_white = 32'h00000000;
	     default : col_out_white = 32'h10100101;  
	   endcase  
	end
	4'd5: begin
	   case (numcol_index)
	     3'd0 : col_out_white = 32'h0f00ffff;
	     3'd1 : col_out_white = 32'hf000f00f;
	     3'd2 : col_out_white = 32'hf000f00f;
	     3'd3 : col_out_white = 32'hf000f00f;
	     3'd4 : col_out_white = 32'h0fff000f;
	     3'd5 : col_out_white = 32'h00000000;
	     default : col_out_white = 32'h10100101;  
	   endcase  
	end
	4'd6: begin
	   case (numcol_index)
	     3'd0 : col_out_white = 32'h0ffff000;
	     3'd1 : col_out_white = 32'hf000ff00;
	     3'd2 : col_out_white = 32'hf000f0f0;	     
	     3'd3 : col_out_white = 32'hf000f00f;
	     3'd4 : col_out_white = 32'h0fff0000;
	     3'd5 : col_out_white = 32'h00000000;
	     default : col_out_white = 32'h10100101;  
	   endcase  
	end
	4'd7: begin
	   case (numcol_index)
	     3'd0 : col_out_white = 32'h0000000f;
	     3'd1 : col_out_white = 32'hff00000f;
	     3'd2 : col_out_white = 32'h00ff000f;	     
	     3'd3 : col_out_white = 32'h0000ff0f;
	     3'd4 : col_out_white = 32'h000000ff;
	     3'd5 : col_out_white = 32'h00000000;
	     default : col_out_white = 32'h10100101;  
	   endcase  
	end
	4'd8: begin
	   case (numcol_index)
	     3'd0 : col_out_white = 32'h0fff0ff0;
	     3'd1 : col_out_white = 32'hf000f00f;
	     3'd2 : col_out_white = 32'hf000f00f;	     
	     3'd3 : col_out_white = 32'hf000f00f;
	     3'd4 : col_out_white = 32'h0fff0ff0;
	     3'd5 : col_out_white = 32'h00000000;
	     default : col_out_white = 32'h10100101;  
	   endcase  
	end
	4'd9: begin
	   case (numcol_index)
	     3'd0 : col_out_white = 32'h00000ff0;
	     3'd1 : col_out_white = 32'h0000f00f;
	     3'd2 : col_out_white = 32'h0000f00f;	     
	     3'd3 : col_out_white = 32'h0000f00f;
	     3'd4 : col_out_white = 32'hfffffff0;
	     3'd5 : col_out_white = 32'h00000000;
	     default : col_out_white = 32'h10100101;  
	   endcase  
	end
	default: begin
	   case (numcol_index)       
	     3'd0 : col_out_white = 32'h40404040;
	     3'd1 : col_out_white = 32'hf0202020;
	     3'd2 : col_out_white = 32'h40404040;
	     3'd3 : col_out_white = 32'h02020202;
	     3'd4 : col_out_white = 32'h40404040;
	     3'd5 : col_out_white = 32'h02020202;
	     default : col_out_white = 32'h10100101;  
	   endcase  
	end
      endcase  
endmodule  
module num_writer (input logic clk, rst, nextbtn,
           input logic [2:0] num_color,
		   output logic numcol_we,
		   output logic [31:0] numcol_out,
		   output logic [9:0] numcol_addr,
		   output logic [3:0] digit);
   parameter NUMCOL_OFFSET = 172;
   logic 			      nextbtn_db, nextbtn_pulse, enb_digit_ctr;
   logic 			      clr_numcol_ctr, enb_numcol_ctr, numcol_done;
   logic [3:0] 			      digit_ct;
   logic [2:0] 			      numcol_ct;
   debounce U_DB (.clk, .pb(nextbtn), .pb_debounced(nextbtn_db));
   single_pulser U_SP (.clk, .din(nextbtn_db), .d_pulse(nextbtn_pulse));
   num_writer_fsm U_NWFSM (.clk, .rst, .nextbtn_pulse, .numcol_done,
                  .clr_numcol_ctr, .enb_numcol_ctr, .numcol_we);
   digit_ctr U_DGCTR (.clk, .rst, .enb_digit_ctr(nextbtn_pulse), .digit_ct);
   numcol_ctr U_NCCTR (.clk, .rst, .clr_numcol_ctr, .enb_numcol_ctr, .numcol_ct, .numcol_ctr_done(numcol_done));
   digit_generator U_DG (.num(digit_ct), .num_color, .numcol_index(numcol_ct), .col_out(numcol_out));
   assign numcol_addr = NUMCOL_OFFSET + numcol_ct;
   assign digit = digit_ct;   
endmodule  
module num_writer_fsm (input logic clk, rst, nextbtn_pulse, numcol_done,
		       output logic clr_numcol_ctr, enb_numcol_ctr,
                       output logic [3:0] numcol_we);  
   enum logic {PBWAIT, WRCOLS} state, next;
   always_ff @(posedge clk)
     if (rst) state <= WRCOLS;   
     else state <= next;
   always_comb
     begin
	clr_numcol_ctr = 0;
	enb_numcol_ctr = 0;
	numcol_we = 0;
	next = PBWAIT;
	case (state) 
	  PBWAIT: begin
	     clr_numcol_ctr = 1;
	     if (nextbtn_pulse) next = WRCOLS;
	     else next = PBWAIT;
	  end
	  WRCOLS: begin
	     enb_numcol_ctr = 1;
	     numcol_we = 4'b1111;  
	     if (numcol_done) next = PBWAIT;
	     else next = WRCOLS;
	  end
	endcase  
     end
endmodule  
module numcol_ctr (input logic clk, rst, clr_numcol_ctr, enb_numcol_ctr,
		   output logic [2:0] numcol_ct,
		   output logic       numcol_ctr_done);
   assign numcol_ctr_done = (numcol_ct == 5);
   always_ff @(posedge clk)
     if (rst || clr_numcol_ctr) numcol_ct <= 0;
     else if (enb_numcol_ctr) numcol_ct <= numcol_ct + 1;
endmodule  
module single_pulser(input logic clk, din, output logic d_pulse);
   logic dq1, dq2;
   always_ff @(posedge clk)
     begin
	   dq1 <= din;
	   dq2 <= dq1;
     end
   assign d_pulse = dq1 & ~dq2;
endmodule  

===== ./run.sh =====
#!/bin/bash
# OpenROAD 26Q1-2900-gdf79404cd8, Yosys 0.63+post, stock flow scripts
make -C /OpenROAD-flow-scripts/flow DESIGN_CONFIG=/design/flow/config.mk WORK_HOME=/design/flow/orfs finish

==> impl_table.tex <==
% Auto-generated results table
\begin{tabular}{lr}
\hline
Metric & Value \\
\hline
\multicolumn{2}{l}{\textbf{Drt}} \\
\quad Wire length per cell after detailed routing & 16.18 um \\
\quad Per-cell via count in the routed design & 5.789 \\
\quad Antenna diodes & 0 \\
\quad Highest metal layer used by the detailed router & met4 \\
\quad Number of search-and-repair iterations in the first detailed-routing pass & 5 \\
\quad Routed length on met3 & 734 um \\
\quad Total routed wirelength & 8738 um \\
\quad Wire length on met1 & 3855 um \\
\quad DRC marker count from the first detailed-route iteration & 415 \\
\quad Total number of vias & 3126 \\
\quad Antenna-violating nets left & 0 \\
\quad DR DRC count & 0 \\
\quad Wire length on met2 & 3918 um \\
\multicolumn{2}{l}{\textbf{Worst setup path}} \\
\quad CP max FO & 6 \\
\quad Sequence of cells on the critical path & inv\_4, ha\_4, o21ba\_4, buf\_6, or4\_4, o211a\_1, o311a\_1, clkbuf\_2 \\
\quad Top cell family by delay on the critical path & AND-OR/OR-AND gates \\
\quad Arrival time of the worst setup path & 2.45 ns \\
\quad Critical Path End Type & primary output \\
\quad Count of buffer and inverter cells on the critical path & 3 \\
\quad Critical Path Start Type & register \\
\quad Required time at the worst-slack endpoint & 2.24 ns \\
\quad Slowest cell on the critical path & sky130\_fd\_sc\_hd\_\_or4\_4 \\
\quad CP peak stage delay & 0.52 ns \\
\quad Crit Path Class & register to primary output \\
\multicolumn{2}{l}{\textbf{Global routing}} \\
\quad Largest net degree at the start of global routing & 28 \\
\quad GR Overflow Total & 0 \\
\quad Overall global routing resource usage & 30.05\% \\
\quad Global-route wire length before repair & 12910 um \\
\quad Initial antenna violation count & 0 \\
\quad Vias in the first global route & 2673 \\
\multicolumn{2}{l}{\textbf{Clock tree}} \\
\quad TritonCTS clock tree & yes \\
\quad Max Root-Sink Buffers & 2 \\
\quad Clock-pin slew on the worst setup and hold paths & 0.08 ns \\
\quad Number of buffers added by the clock tree synthesis step & 5 \\
\quad CTS H-Tree Depth & 2 \\
\quad CTS sink cnt & 31 \\
\quad Source-to-sink clock delay at the later pin of the worst-skew pair & 0.28 ns \\
\quad CTS root buffer & sky130\_fd\_sc\_hd\_\_clkbuf\_8 \\
\multicolumn{2}{l}{\textbf{Timing}} \\
\quad Fin. max-slew vios & 0 \\
\quad Minimum setup slack in the final design & -0.2121 ns \\
\quad Final hold violations & 0 \\
\quad Final Setup Violations & 12 \\
\quad Least-Margin Pin Slew & 0.5892 ns \\
\quad Setup Skew & 0.01261 ns \\
\quad Post-layout minimum cycle time & 3.012 ns \\
\quad Relative slew margins & 60.64\% \\
\quad Highest attainable clock frequency & 332.0 MHz \\
\quad Post-route worst hold slack & 0.3420 ns \\
\quad Final worst path period share & 107.6\% \\
\quad Unrepaired setup endpoints after global routing & yes \\
\multicolumn{2}{l}{\textbf{Die}} \\
\quad Overall die width & 74.82 um \\
\quad Cell Rows & 26 \\
\quad Number of top-level pins & 53 \\
\quad Height of the chip & 74.82 um \\
\quad Floorplan die area & 5598 um\^{}2 \\
\quad FP Util & 51.91\% \\
\quad Core ar. & 5107 um\^{}2 \\
\multicolumn{2}{l}{\textbf{Synth}} \\
\quad Top cell area share & 22.65\% \\
\quad Top cell types by occurrence after synthesis & 61 x sky130\_fd\_sc\_hd\_\_nor2\_1, 30 x sky130\_fd\_sc\_hd\_\_dfxtp\_1, 22 x sky130\_fd\_sc\_hd\_\_nand2\_1 \\
\quad Tally of unique sky130hd cells used after synthesis & 61 \\
\quad Post-synthesis async set-or-reset flop share & 0\% \\
\quad Portion of the post-synthesis area used by sequential elements & 23.78\% \\
\quad Number of warnings reported in the yosys synthesis log & 7 \\
\quad Cells after Synth & 359 \\
\quad Dominant flop cell & sky130\_fd\_sc\_hd\_\_dfxtp\_1 \\
\quad Number of cells in Yosys stat & 359 \\
\quad Cell with the most instances after synthesis & sky130\_fd\_sc\_hd\_\_nor2\_1 \\
\quad Synthesis-stage register bit count & 31 \\
\quad Leading area contributor after synthesis & sky130\_fd\_sc\_hd\_\_dfxtp\_1 \\
\quad Mapped cell area & 2651 um\^{}2 \\
\quad Average size of a mapped cell & 7.385 um\^{}2 \\
\quad Post-synthesis chip area from yosys & 2651 um\^{}2 \\
\quad Area contributors post-synth & sky130\_fd\_sc\_hd\_\_dfxtp\_1 23\%, sky130\_fd\_sc\_hd\_\_nor2\_1 8.6\%, sky130\_fd\_sc\_hd\_\_xor2\_1 4.6\%, sky130\_fd\_sc\_hd\_\_buf\_4 4.5\%, sky130\_fd\_sc\_hd\_\_ha\_1 3.8\% \\
\quad Number of flops mapped to enable cells by yosys & 1 \\
\multicolumn{2}{l}{\textbf{Finish}} \\
\quad Combined flip-flop and latch cell area & 639.4 um\^{}2 \\
\quad Layout Area Growth over Synthesis & 58.09\% \\
\quad Fill cell count & 290 \\
\quad Share of layout cells above drive strength 1 & 38.72\% \\
\quad Multi-input gate area & 2191 um\^{}2 \\
\multicolumn{2}{l}{\textbf{Outcome}} \\
\quad Result of the run & complete, but fails checks \\
\quad Failing checks & setup timing \\
\multicolumn{2}{l}{\textbf{Min path}} \\
\quad Min-Delay Path Class & register to register \\
\multicolumn{2}{l}{\textbf{Power}} \\
\quad Leakage Power & 1.734 nW \\
\quad Max rail drop VDD & 440.5 uV \\
\quad Overall power of the completed layout & 0.001613 W \\
\quad Power per standard cell area & 384.7 nW/um\^{}2 \\
\multicolumn{2}{l}{\textbf{Placed design}} \\
\quad Placer congestion estimate & 1.017 \\
\quad Count of buffers from port buffering & 39 \\
\quad Detailed placement HPWL & 5528 um \\
\multicolumn{2}{l}{\textbf{Run}} \\
\quad Number of OpenROAD warnings & 34 \\
\quad Number of max-capacitance violations reported & 0 \\
\hline
\end{tabular}
## per-stage QoR
stage | utilization (%) | TNS [ns] | area (um^2) | setup slack (ns) | cells
after detailed placement | 67.00 | -2.245 | 3422 | -0.1967 | 502
after global placement | 67.00 | -1.825 | 3422 | -0.1573 | 502
after global routing | 82.07 | -2.778 | 4192 | -0.2903 | 540
after floorplan | - | 0 | 2693 | 0.3587 | 370
after CTS | 78.49 | -0.9256 | 4009 | -0.1626 | 532
final | 82.07 | -1.054 | 4192 | -0.2121 | 540
## final timing paths
check / start / to / slack [ns] / depth (start not counted)
hold reg to reg: U_DB.pb_debounced / U_SP.dq1 / 0.34 / 0
setup reg to reg: U_DB.count[17] / U_DB.count[12] / 1.17 / 5
setup / recovery: U_NCCTR.numcol_ct[0] / numcol_out[28] / -0.21 / 8
hold / removal: U_DB.pb_debounced / U_SP.dq1 / 0.34 / 0
## report_power, final
part	internal, W	leakage [nW]	switching (W)
clock network	0.000288	0.0612	0.000173
logic	0.000375	1.42	0.000300
registers	0.000458	0.255	0.0000192
total	0.00112	1.73	0.000492
## placed cells by master, fill, tap and decap left out, types with 10 or more instances in the layout
cell type,instances
sky130_fd_sc_hd__nor2b_1,13
sky130_fd_sc_hd__nand2_1,21
sky130_fd_sc_hd__nor2_1,55
sky130_fd_sc_hd__xor2_1,14
sky130_fd_sc_hd__conb_1,13
sky130_fd_sc_hd__dfxtp_1,27
sky130_fd_sc_hd__buf_6,19
sky130_fd_sc_hd__buf_4,69
sky130_fd_sc_hd__a21oi_1,10
sky130_fd_sc_hd__clkdlybuf4s50_1,19
## flip-flops by register name (all words and copies together) (netlist names)
signal / cells
U_NCCTR.numcol_ct: 3
U_SP.dq1: 1
U_SP.dq2: 1
U_DGCTR.digit_ct: 4
U_DB.count: 18
U_DB.pb_q1: 1
U_DB.pb_q2: 1
U_DB.pb_debounced: 1
U_NWFSM.state: 1
## final cells by class
class / count / area share [%]
Timing Repair Buffer: 131 / 26.84
Clock buffer: 6 / 1.970
Inverter: 7 / 0.7463
Clock inverter: 2 / 0.8358
Tap cell: 70 / 2.090
Sequential cell: 31 / 15.25
Multi-Input combinational cell: 293 / 52.27
## metal layers
metal / track usage (%) / vias up
met5: 0 / -
li1: - / 1480
met1: 45.42 / 1462
met2: 45.85 / 160
met3: 5.834 / 24
met4: 5.660 / 0
## cell families after synthesis
group	Yosys count	share of synthesized area [%]
simple gates	165	31.15
xor+xnor	20	6.607
flops	31	23.79
fa+ha+maj	8	3.776
buf+inv	46	10.01
other cells	2	0.2833
compound gates	86	24.02
mux	1	0.3776
## timing repair
| item | in CTS | in global routing |
|---|---|---|
| gates resized | 118 | 51 |
| hold buffers | 0 | 0 |
| buffers inserted | 24 | 11 |
| endpoints found under the hold margin | 0 | 0 |
| setup endpoints to repair | 24 | 21 |
| pin swaps | 40 | 30 |
No activity file was given, so power comes from the tool's default toggle rates.
